<file path="design/flow/config.mk">
export PLATFORM = sky130hd
export DESIGN_NAME = alu
export DESIGN_NICKNAME = alu
export VERILOG_FILES = /design/flow/design.v
export SDC_FILE = /design/flow/constraint.sdc
export NUM_CORES = 4
export LEC_CHECK = 1
export CORE_AREA = 10 10 75 75
export DIE_AREA = 0 0 85 85
</file>
<file path="design/flow/design.v">
module bit_add_half(output sum, carry_out, input a, b);
  xor (sum, a, b);
  and (carry_out, a, b);
endmodule
module bit_add_full(output sum, carry_out, input a, b, carry_in);
  wire a_xor_b, a_and_b, carry_and_one;
  xor(a_xor_b, a, b);
  and(a_and_b, a, b);
  and(carry_and_one, carry_in, a_xor_b);
  xor(sum, a_xor_b,  carry_in);
  or(carry_out, a_and_b, carry_and_one);
endmodule
module ripple_adder_4bit(
  output [3:0] sum,
  output carry_out,
  input [3:0] a,
  input [3:0] b,
  input carry_in
);
  wire carry1;
  wire carry2;
  wire carry3;
  bit_add_full add1 (
    .sum(sum[0]),
    .carry_out(carry1),
    .a(a[0]),
    .b(b[0]),
    .carry_in(carry_in)
  );
  bit_add_full add2 (
    .sum(sum[1]),
    .carry_out(carry2),
    .a(a[1]),
    .b(b[1]),
    .carry_in(carry1)
  );
  bit_add_full add3 (
    .sum(sum[2]),
    .carry_out(carry3),
    .a(a[2]),
    .b(b[2]),
    .carry_in(carry2)
  );
  bit_add_full add4 (
    .sum(sum[3]),
    .carry_out(carry_out),
    .a(a[3]),
    .b(b[3]),
    .carry_in(carry3)
  );
endmodule
module ripple_adder_8bit(
  output [7:0] sum,
  output carry_out,
  input [7:0] a,
  input [7:0] b,
  input carry_in
);
  wire carry;
  ripple_adder_4bit add1(
    .sum(sum[3:0]),
    .carry_out(carry),
    .a(a[3:0]),
    .b(b[3:0]),
    .carry_in(carry_in)
  );
  ripple_adder_4bit add2(
    .sum(sum[7:4]),
    .carry_out(carry_out),
    .a(a[7:4]),
    .b(b[7:4]),
    .carry_in(carry)
  );
endmodule
module alu(
    output [7:0] result,
    output zero,
    output carry,
    output overflow,
    output sign,
    input [7:0] a,
    input [7:0] b,
    input [2:0] op  
);
    wire [7:0] sum;
    wire [7:0] difference;
    wire add_carry, sub_carry, effective_b_msb;
    ripple_adder_8bit adder(
        .sum(sum),
        .carry_out(add_carry),
        .a(a),
        .b(b),
        .carry_in(1'b0)
    );
    sub_8bit subber(
        .difference(difference),
        .carry_out(sub_carry),
        .a(a),
        .b(b)
    );
    mux_8way m(
        .out(result), 
        .a(b), 
        .b(sum),
        .c(difference),
        .d(8'd0),
        .e(8'd0),
        .f(8'd0),
        .g(8'd0),
        .h(8'd0),
        .slct(op)
    );
  assign carry = (op == 3'd1) ? add_carry : sub_carry;
  assign zero = result == 8'd0;
  assign sign = result[7];
  assign effective_b_msb = (op == 3'd2) ? !b[7] : b[7];
  assign overflow = !(a[7] ^ effective_b_msb) & (a[7] == !result[7]);
endmodule
module mux_2way(
    output [7:0] result,
    input [7:0] a,
    input [7:0] b,
    input select
);
    assign result = (a & ~{8{select}}) | (b & {8{select}});
endmodule
module mux_8way(
    output [7:0] out,
    input [7:0] a, b, c, d, e, f, g, h,
    input [2:0] slct
);
    wire [2:0] slct_bar;
    assign slct_bar = ~slct;
    wire [7:0] pass_a, pass_b, pass_c, pass_d, pass_e, pass_f, pass_g, pass_h;
    assign pass_a = a & {8{slct_bar[0] & slct_bar[1] & slct_bar[2]}};
    assign pass_b = b & {8{slct[0] & slct_bar[1] & slct_bar[2]}};
    assign pass_c = c & {8{slct_bar[0] & slct[1] & slct_bar[2]}};
    assign pass_d = d & {8{slct[0] & slct[1] & slct_bar[2]}};
    assign pass_e = e & {8{slct_bar[0] & slct_bar[1] & slct[2]}};
    assign pass_f = f & {8{slct[0] & slct_bar[1] & slct[2]}};
    assign pass_g = g & {8{slct_bar[0] & slct[1] & slct[2]}};
    assign pass_h = h & {8{slct[0] & slct[1] & slct[2]}};
    assign out = pass_a | pass_b | pass_c | pass_d | pass_e | pass_f | pass_g | pass_h;
endmodule
module sub_8bit(
    output [7:0] difference,
    output carry_out,
    input [7:0] a,
    input [7:0] b
);
    ripple_adder_8bit adder(
        .sum(difference),
        .carry_out(carry_out),
        .a(a),
        .b(~b),
        .carry_in(1'b1)
    );
endmodule
</file>
<file path="design/flow/run.sh">
#!/bin/bash
# OpenROAD 26Q1-2900-gdf79404cd8, Yosys 0.63+post, stock flow scripts
make -C /OpenROAD-flow-scripts/flow DESIGN_CONFIG=/design/flow/config.mk WORK_HOME=/design/flow/orfs finish
</file>
<file path="design/flow/constraint.sdc">
current_design alu

set clk_period 10.5
set clk_io_pct 0.2

create_clock -name clk0 -period $clk_period

set non_clock_inputs [all_inputs -no_clocks]
set_input_delay [expr $clk_period * $clk_io_pct] -clock clk0 $non_clock_inputs
set_output_delay [expr $clk_period * $clk_io_pct] -clock clk0 [all_outputs]
</file>
==> ci_impl_report.md <==
### Metrics collected by this job

| Metric | Value |
|---|---|
| Status | finished, final reports clean |
| Worst-path cell chain | clkdlybuf4s50_1 -> ha_1 -> inv_1 -> fa_1 -> fa_1 -> fa_1 -> fa_1 -> inv_1 -> fa_1 -> fa_1 -> fa_1 -> mux2_1 -> o211ai_1 -> o21ai_1 -> nor4b_2 -> clkdlybuf4s50_1 |
| CTS hold repair buffers | 0 |
| Req. time, crit path | 8.40 ns |
| Worst Setup Start Kind | input pin |
| Remaining antenna violation count | 0 |
| Via density | 3.845 |
| Stages on worst setup path | 16 |
| Yosys chip area | 709.4 um^2 |
| Max-Cap Viols | 0 |
| CP bufs+invs | 4 |
| Worst EP arrival | 6.60 ns |
| Hold-critical path endpoint | overflow |
| Biggest area cells | fa_1 40%, inv_1 10%, o32ai_2 6.9% |
| Layout area overhead | 46.91% |
| Cell count after synthesis | 79 |
| Tightest Hold Check Type | input pin to output pin |
| Number of setup buffers added after CTS | 0 |
| Routed WL per cell | 11.64 um |
| Commonest Layout Cell | clkdlybuf4s50_1 |
| Least-Margin Pin Slew | 0.5713 ns |
| Starting density of the core | 0.1748 |
| Synth top area share | 0.3951 |
| Tmin final | 8.701 ns |
| Yosys cell count | 79 |
| GRT Residual Overflow | 0 |
| Full die area | 7225 um^2 |
| CP Class | input pin to output pin |
| CLK BUF | 0 |
| Yosys warns | 0 |
| Via count | 596 |
| Worst relative slew slack | 0.6179 |
| Leakage | 0.4299 nW |
| Pwr per Cell Area | 44.91 nW/um^2 |
| Warning total across the stage logs | 33 |
| PostCTS Resize Cnt | 0 |
| CP dominant cell by count | fa_1 |
| Core Rows | 23 |
| GPL Wtd Cong | 0.8326 |
| Post-DP HPWL | 1666 um |
| Final wirelength | 1804 um |
| Final hold vios | 0 |
| Flip-flops | 0 |
| Core footprint | 4058 um^2 |
| Die height | 85 um |
| Chip width | 85 um |
| HP Start | a[7] |
| Largest net degree at the start of global routing | 17 |
| DRT iter0 DRCs | 29 |
| Post-synth seq share | 0 |
| CP top delay family | adder cells |
| Unrepaired setup endpoints after global routing | false |
| Distinct lib cells used | 24 |
| Pwr Total | 0.04681 mW |
| Fin cells | 155 |
| I/O Buffers | 31 |
| DP Cell Count | 155 |
| Reg area | 0 um^2 |
| Final setup TNS | 0 ns |
| Global-route wire length before repair | 3132 um |
| Mean Syn Cell Area | 8.980 um^2 |
| Setup ws final | 1.799 ns |
| Mapped Area | 709.4 um^2 |
| Drt first pass iters | 4 |
| Gr usage total | 0.05066 |
| Fin. max-slew vios | 0 |
| Crit. End Element | output pin |
| Most numerous logic cells after layout | 31 x clkdlybuf4s50_1, 19 x inv_1, 14 x fa_1 |
| Vias in the first global route | 679 |
| I/O pin count | 31 |
| Initial antenna violation count | 0 |
| Maximum vdd drop | 0.000008223 V |
| Post-route DRC | 0 |
| Largest fanout on the critical path | 4 |
| Antenna fix cells | 0 |
| Yosys top cell by area | fa_1 |
| Hold Path Depth | 4 |
| Max incr delay on CP | 0.51 ns |
| Final setup violation count | 0 |
| Peak Freq | 0.1149 GHz |
| Layout cell share with drive strength beyond 1 | 0.07619 |
| CP max-delay cell | clkdlybuf4s50_1 |
| Period Utilization, post-route | 0.8286 |
| Pre-CTS WS | 1.760 ns |
==> final cells by class <==
cell class                      instances  area (um^2)
Fill cell                             424         3015
Inverter                               19        71.32
Tap cell                               50        62.56
Timing Repair Buffer                   31        310.3
Multi-Input combinational cell         55        598.1
==> worst max path at each step <==
| stage | startpoint | to | slack, ns |
|---|---|---|---|
| after CTS | b[0] | zero | 1.75 |
| after global routing | b[0] | zero | 1.45 |
| final | b[0] | zero | 1.80 |
==> worst min-delay path, cell delays in order <==
cell,delay [ns]
clkdlybuf4s50_1,0.47
nand2_1,0.09
mux2i_1,0.07
clkdlybuf4s50_1,0.41
==> cells by family (layout without fill, tap and decap cells) <==
| logic type | count (synthesis) | after routing | synth area share |
|---|---|---|---|
| xor+xnor | 1 | 1 | 0.01235 |
| fa+ha+maj | 16 | 16 | 0.4303 |
| mux | 4 | 4 | 0.05820 |
| buf+inv | 24 | 50 | 0.1570 |
| compound gates | 13 | 13 | 0.1693 |
| simple gates | 21 | 21 | 0.1728 |
==> Yosys cell counts (2+ instances only) <==
cell type / n
inv_1: 19
o32ai_1: 3
o21ai_0: 2
ha_1: 2
fa_1: 14
nand2_1: 4
nand2b_1: 5
o32ai_2: 3
and2_2: 3
buf_6: 2
nor2_1: 5
buf_2: 2
mux2i_1: 3
o21ai_1: 2
==> per-stage QoR <==
stage	utilization	hold slack [ns]	area, um^2
2_1_floorplan	-	4.269	709.4
3_3_place_gp	0.2569	5.264	1042
3_5_place_dp	0.2569	5.267	1042
4_1_cts	0.2569	5.273	1042
5_1_grt	0.2569	5.304	1042
6_report	0.2569	5.246	1042
==> per-layer routing <==
layer	global-route usage	vias to the layer above	part of all wire
met1	0.06756	275	0.46
met3	0.01349	0	0.081
li1	-	304	-
met5	0	-	0
met2	0.08515	17	0.46
met4	0	0	0
==> where the power goes <==
group          switching [mW]  internal (mW)  leakage, nW
logic                  0.0194         0.0274        0.430
clock network               0              0            0
registers                   0              0            0
total                  0.0194         0.0274        0.430
Power and IR drop assume default switching activity.
